[flow/design.v]
module controller #(
    parameter opcode_width = 3
) 
(
    input wire [opcode_width-1:0] opcode , phase,
    input wire zero,
    output reg  sel, rd, ld_ir,halt, inc_pc, ld_ac, wr, ld_pc, data_e 
);
localparam hlt = 0 ;
localparam skz = 1 ;
localparam add = 2 ;
localparam andd = 3 ;
localparam xorr = 4 ;
localparam lda = 5 ;
localparam sto = 6 ;
localparam jmp = 7 ;
reg ALU_OP , SKZ, STO, JMP, HALT ;
always @(*) begin 
     ALU_OP = (opcode == add || opcode == andd || opcode ==  xorr || opcode == lda); 
     JMP = (opcode == jmp);
     SKZ = (opcode == skz) ;
     STO = (opcode == sto) ;
     HALT = (opcode == hlt) ;
    case (phase)
    3'd0 : {sel,rd,ld_ir,halt,inc_pc,ld_ac,ld_pc,wr,data_e} = 9'b1_1000_0000 ;
    3'd1 : {sel,rd,ld_ir,halt,inc_pc,ld_ac,ld_pc,wr,data_e} = 9'b1_1000_0000 ;
    3'd2 : {sel,rd,ld_ir,halt,inc_pc,ld_ac,ld_pc,wr,data_e} = 9'b1_1100_0000 ;
    3'd3: {sel,rd,ld_ir,halt,inc_pc,ld_ac,ld_pc,wr,data_e} = 9'b1_1100_0000 ;
    3'd4 : {sel,rd,ld_ir,halt,inc_pc,ld_ac,ld_pc,wr,data_e} = {3'b000,HALT,5'b10000};
    3'd5 : {sel,rd,ld_ir,halt,inc_pc,ld_ac,ld_pc,wr,data_e} = {1'b0,ALU_OP,7'b0} ;
    3'd6 : {sel,rd,ld_ir,halt,inc_pc,ld_ac,ld_pc,wr,data_e} = {1'b0,ALU_OP,2'b0,(SKZ & zero),1'b0,JMP,1'b0,STO} ;
    3'd7 : {sel,rd,ld_ir,halt,inc_pc,ld_ac,ld_pc,wr,data_e} = {1'b0,ALU_OP,3'b0,ALU_OP,JMP,STO,STO} ;
    endcase
end
endmodule
[flow/run.sh]
#!/bin/bash
# OpenROAD 26Q1-2900-gdf79404cd8, Yosys 0.63+post, stock flow scripts
make -C /OpenROAD-flow-scripts/flow DESIGN_CONFIG=/design/flow/config.mk WORK_HOME=/design/flow/orfs finish
[flow/config.mk]
export PLATFORM = sky130hd
export DESIGN_NAME = controller
export DESIGN_NICKNAME = controller
export VERILOG_FILES = /design/flow/design.v
export SDC_FILE = /design/flow/constraint.sdc
export NUM_CORES = 4
export LEC_CHECK = 1
export CORE_AREA = 10 10 70 70
export DIE_AREA = 0 0 80 80
[flow/constraint.sdc]
current_design controller

set clk_period 1.2
set clk_io_pct 0.2

create_clock -name clk0 -period $clk_period

set non_clock_inputs [all_inputs -no_clocks]
set_input_delay [expr $clk_period * $clk_io_pct] -clock clk0 $non_clock_inputs
set_output_delay [expr $clk_period * $clk_io_pct] -clock clk0 [all_outputs]
==> impl_metrics.xml <==
<?xml version="1.0" encoding="UTF-8"?>
<metrics>
  <group name="power_and_ir_drop">
    <metric name="cellInternalPower" unit="W">0.0000561</metric>
    <metric name="p_leak" unit="nW">0.163</metric>
    <metric name="vdd.ir_drop.worst" unit="mV">0.0299</metric>
    <metric name="pwr-share-seq" unit="%">0</metric>
    <metric name="p_comb_share" unit="%">100.0</metric>
    <metric name="fraction_of_power_spent_switching_nets" unit="%">36.9</metric>
    <metric name="switching_power_total" unit="W">0.0000328</metric>
    <metric name="power_per_cell_area" unit="nW/um2">240</metric>
    <metric name="clkPwrFrac" unit="%">0</metric>
  </group>
  <group name="die">
    <metric name="core_area" unit="um2">3420</metric>
    <metric name="ioPinCount" unit="">16</metric>
    <metric name="fp.dieArea" unit="um2">6400</metric>
    <metric name="die-height" unit="um">80</metric>
    <metric name="fp.dieW" unit="um">80</metric>
    <metric name="placement_rows" unit="">21</metric>
    <metric name="floorplan.initialDensity" unit="%">2.78</metric>
  </group>
  <group name="flow_run">
    <metric name="number_of_warnings_the_tools_reported" unit="">34</metric>
    <metric name="maxCapViolations" unit="">0</metric>
  </group>
  <group name="finish">
    <metric name="drive_above_1_share" unit="%">57.5</metric>
    <metric name="flop_area" unit="um2">0</metric>
    <metric name="numSequentialCells" unit="">0</metric>
    <metric name="post_layout_nonfiller_instances" unit="">86</metric>
    <metric name="combGateArea" unit="um2">123</metric>
    <metric name="layout-area-overhead-vs-synth" unit="%">289</metric>
    <metric name="nClkBuffers" unit="">0</metric>
    <metric name="fillers" unit="">404</metric>
    <metric name="final_design_area_no_fill" unit="um2">370</metric>
  </group>
  <group name="route">
    <metric name="routedWlPerCell" unit="um">8.12</metric>
    <metric name="drt_pass1_iterations" unit="">2</metric>
    <metric name="routed.top_layer" unit="">met3</metric>
    <metric name="met3WireLength" unit="um">123</metric>
    <metric name="routedLengthMet1" unit="um">281</metric>
    <metric name="drtAntennaViolNets" unit="">0</metric>
    <metric name="antenna_cells_inserted" unit="">0</metric>
    <metric name="drt_iter0_markers" unit="">2</metric>
    <metric name="route.final.wire_length" unit="um">698</metric>
    <metric name="viasPerCell" unit="">2.45</metric>
    <metric name="post-route-drc-count" unit="">0</metric>
    <metric name="num_vias" unit="">211</metric>
    <metric name="metal2_wl" unit="um">293</metric>
  </group>
  <group name="worst_setup_path">
    <metric name="timing.critical_path.max_delay_family" unit="">simple AND/OR/NAND/NOR gates</metric>
    <metric name="timing.critical_path.from_type" unit="">primary input</metric>
    <metric name="critPathCaptureType" unit="">output pin</metric>
    <metric name="slowest_stage" unit="">sky130_fd_sc_hd__or4_4</metric>
    <metric name="timing.critical_path.slowest_cell_delay" unit="ns">0.52</metric>
    <metric name="cp.arrival" unit="ns">1.05</metric>
    <metric name="critical_path_required" unit="ns">0.96</metric>
    <metric name="timing_worst_setup_path_type" unit="">primary input to output pin</metric>
    <metric name="critical_path_peak_fanout" unit="">3</metric>
    <metric name="worst-path-buf-inv" unit="">2</metric>
    <metric name="crit_chain" unit="">buf_6, or4_4, nor2_2, buf_2</metric>
  </group>
  <group name="placement">
    <metric name="placement.cell_area" unit="um2">358</metric>
    <metric name="place.gp.congestion" unit="">0.771</metric>
    <metric name="placedCellCount" unit="">85</metric>
    <metric name="dpl.hpwl" unit="um">567</metric>
    <metric name="place_ws" unit="ns">-0.843</metric>
    <metric name="placement.io_buffers" unit="">16</metric>
  </group>
  <group name="final_timing">
    <metric name="finalHoldWorstSlack" unit="ns">0.728</metric>
    <metric name="layout_setup_ws" unit="ns">-0.0923</metric>
    <metric name="maxSlewHeadroom" unit="%">91.1</metric>
    <metric name="report.final.setup_viol" unit="">1</metric>
    <metric name="maximum_clock_frequency" unit="GHz">0.774</metric>
    <metric name="hold_violation_total_from_the_final_report" unit="">0</metric>
    <metric name="final-max-slew-violation-count" unit="">0</metric>
    <metric name="tightestPinTransition" unit="ns">0.133</metric>
    <metric name="final.min_clock_period" unit="ns">1.29</metric>
    <metric name="rsz_0062_raised_after_global_routing" unit="">true</metric>
    <metric name="period_used_share" unit="%">108</metric>
    <metric name="setup_total_negative_slack" unit="ns">-0.0923</metric>
  </group>
  <group name="synthesis">
    <metric name="ys_cells" unit="">17</metric>
    <metric name="post_synth.cell_area_avg" unit="um2">5.59</metric>
    <metric name="yosys_warnings" unit="">1</metric>
    <metric name="top_area_cell" unit="">sky130_fd_sc_hd__nor2_1</metric>
    <metric name="synth.distinct_cells" unit="">12</metric>
    <metric name="share_of_the_yosys_chip_area_belonging_to_registers" unit="%">0</metric>
    <metric name="synth.area.top_cells" unit="">sky130_fd_sc_hd__nor2_1 (20%), sky130_fd_sc_hd__nand4bb_1 (12%), sky130_fd_sc_hd__xnor2_1 (9.2%)</metric>
    <metric name="ys_area" unit="um2">95.1</metric>
    <metric name="top_cell" unit="">sky130_fd_sc_hd__nor2_1</metric>
    <metric name="netlist_area" unit="um2">95.1</metric>
    <metric name="synthCells" unit="">17</metric>
    <metric name="ys_top_cells_by_count" unit="">sky130_fd_sc_hd__nor2_1 (5), sky130_fd_sc_hd__inv_1 (2)</metric>
    <metric name="yosys.area.top_type_share" unit="%">19.7</metric>
  </group>
  <group name="global_routing">
    <metric name="grt_max_degree" unit="">5</metric>
    <metric name="grt_pass1_wl" unit="mm">1.00</metric>
    <metric name="number_of_antenna_violations_at_the_first_check_in_global_routing" unit="">0</metric>
    <metric name="grt-ovfl-total" unit="">0</metric>
    <metric name="groute.usage.overall" unit="%">1.85</metric>
    <metric name="vias_in_the_first_global_route" unit="">215</metric>
  </group>
  <group name="worst_hold_path">
    <metric name="timing.hold.worst.class" unit="">primary input to output pin</metric>
  </group>
  <group name="outcome">
    <metric name="failing_checks" unit="">setup timing</metric>
    <metric name="status" unit="">finished with violations</metric>
  </group>
</metrics>
==> cell type report <==
cell class                 count  area share, %
inverter                       2           2.03
tap                           46           15.5
multi-input combinational     15           33.1
timing repair buffer          23           49.3
==> layout by cell type (no fill, tap or decap), types with 2 or more instances in the layout <==
cell                              n
sky130_fd_sc_hd__buf_2            7
sky130_fd_sc_hd__buf_6            5
sky130_fd_sc_hd__buf_4            4
sky130_fd_sc_hd__nor2_2           3
sky130_fd_sc_hd__clkdlybuf4s15_1  3
sky130_fd_sc_hd__dlygate4sd2_1    3
sky130_fd_sc_hd__inv_1            2
sky130_fd_sc_hd__nor2_1           2
==> metrics by stage <==
step	utilization (%)	power (W)
CTS	10.4	0.0000813
finish	10.8	0.0000888
global route	10.8	0.0000978
global placement	10.5	0.0000825
detailed placement	10.5	0.0000829
floorplan	-	0.0000138
==> cell families after synthesis <==
family                 after synthesis  synth area share, %
AND-OR/OR-AND                        2                 10.5
buffers and inverters                2                 7.90
XOR/XNOR                             1                 9.21
AND/OR/NAND/NOR                     12                 72.4
==> layer usage <==
layer	vias to the layer above	global-route usage [%]
li1	106	-
met1	94	2.11
met4	0	0
met3	0	1.02
met2	11	3.13
met5	-	0
==> power groups by stage <==
stage	combinational [W]	sequential (W)	clock, W
CTS	0.0000813	0	0
global route	0.0000978	0	0
finish	0.0000888	0	0
==> path summary, 6_finish.rpt <==
kind                   from     end  slack [ns]  cells after the start
setup / recovery  opcode[2]    halt       -0.09                      4
hold / removal     phase[1]  inc_pc        0.73                      3
==> what timing repair did <==
item / 4_1_cts / 5_1_grt
endpoints found under the setup margin: 9 / 3
hold buffers: 0 / 0
resized: 50 / 6
setup buffers: 1 / 0
pin swaps: 7 / 3
No activity file was given, so power comes from the tool's default toggle rates.
