$ cat /design/flow/design.v
module memory #(
    parameter data_width =8,
    parameter addr_width =5
) (
    input wire [addr_width-1:0]addr,
    input wire clk,
    input wire wr,
    input wire rd,
    inout wire [data_width-1:0]data
);
reg [data_width-1:0] array[2**addr_width-1:0]; 
assign data=rd ? array[addr]:'bz;
always @(posedge clk) begin
    if (wr) 
        array[addr]=data;
end
endmodule
$ cat /design/flow/run.sh
#!/bin/bash
# OpenROAD 26Q1-2900-gdf79404cd8, Yosys 0.63+post, stock flow scripts
make -C /OpenROAD-flow-scripts/flow DESIGN_CONFIG=/design/flow/config.mk WORK_HOME=/design/flow/orfs finish
$ cat /design/flow/config.mk
export PLATFORM = sky130hd
export DESIGN_NAME = memory
export DESIGN_NICKNAME = memory
export VERILOG_FILES = /design/flow/design.v
export SDC_FILE = /design/flow/constraint.sdc
export NUM_CORES = 4
export LEC_CHECK = 1
export CORE_UTILIZATION = 40
$ cat /design/flow/constraint.sdc
current_design memory

set clk_period 4.7
set clk_io_pct 0.2

create_clock -name clk0 -period $clk_period [get_ports {clk}]

set non_clock_inputs [all_inputs -no_clocks]
set_input_delay [expr $clk_period * $clk_io_pct] -clock clk0 $non_clock_inputs
set_output_delay [expr $clk_period * $clk_io_pct] -clock clk0 [all_outputs]
==> results.tsv <==
metric	value	unit
run_status	aborted with a tool error	
failed_stage	4_1_cts	
stop_error	[error] [KeplerFormal.cpp:679] Workflow failed: Iso has multiple drivers: .data0, _541_.Y0	
ys.flops	256	
synth_warnings	2	
avgSynthCellArea	17.69	sq um
cts-root-buf	clkbuf_16	
ys_types	23	
cts.sinks	256	
portBuffers	6	
post_cts_resized	0	
rows	57	
postCtsSetupBuffers	0	
io_pins	16	
ys_cells	568	
gp_congestion	0.8443	
synthCells	568	
synth_area	10050	sq um
synth_seq_share	0.7652	
cts_hold_buf	0	
post-place-cells	890	
die_y	160.5	um
clock_path_buffers	3	
cts.htree.levels	1	
die_w	160.5	um
cts-buffers-inserted	26	
fp_util	0.4107	
place_hpwl	12.48	mm
yosys_area	10050	sq um
[stage by stage]
stage	hold WS, ns	total power, W	setup slack, ns	instance area [sq um]
after floorplan	1.153	0.002719	1.323	10050
after global placement	1.212	0.002945	0.4947	10570
after detailed placement	1.231	0.002744	0.4066	10570
[synth_stat cells]
cell type,count,area share
or4bb_1,1,0.0011
nor2_1,29,0.011
nand3_1,2,0.0010
buf_1,2,0.00075
buf_2,22,0.011
nand4_1,1,0.00062
o22ai_2,1,0.0012
or3b_2,3,0.0026
nand3b_1,4,0.0030
nand4b_1,4,0.0035
clkbuf_2,1,0.00050
or4b_1,4,0.0040
o22ai_1,63,0.039
nor4_1,16,0.010
edfxtp_1,256,0.77
clkbuf_1,8,0.0030
or4_1,1,0.00075
or3_1,1,0.00062
nand2_1,10,0.0037
mux2i_1,128,0.13
nand4bb_1,5,0.0056
nor3_1,4,0.0020
buf_6,2,0.0022
[kinds of logic after synthesis]
family | count (synthesis) | share of synthesized area
buffers and inverters | 35 | 0.01744
multiplexers | 128 | 0.1275
AND/OR/NAND/NOR | 85 | 0.04932
AND-OR/OR-AND | 64 | 0.04048
flip-flops | 256 | 0.7652
Power and IR drop assume default switching activity.
