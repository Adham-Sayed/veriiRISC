$ cat ./design.v
module ALU #(
    parameter data_width =8,
    parameter opcode_width =3
)
(
    input wire [data_width-1:0] in_a,in_b,
    input wire [opcode_width-1:0] opcode ,
    output reg [data_width-1:0] alu_out ,
    output reg zero   
);
always @(*) begin
    case (opcode)
    3'b000 : {alu_out,zero} = in_a ? {in_a,1'b0} : {in_a,1'b1};
    3'b001 : {alu_out,zero} = in_a ? {in_a,1'b0} : {in_a,1'b1};
    3'b010 : {alu_out,zero} = (in_a + in_b) ? {(in_a + in_b) ,1'b0} : {(in_a + in_b) ,1'b1};
    3'b011 : {alu_out,zero} = (in_a & in_b) ? {(in_a & in_b) ,1'b0} : {(in_a & in_b),1'b1};
    3'b100 : {alu_out,zero} = (in_a ^ in_b) ? {(in_a ^ in_b) ,1'b0} : {(in_a ^ in_b),1'b1};
    3'b101 : {alu_out,zero} = in_b ? {in_b,1'b0} : {in_b,1'b1};
    3'b110 : {alu_out,zero} = in_a ? {in_a,1'b0} : {in_a,1'b1};
    3'b111 : {alu_out,zero} = in_a  ? {in_a ,1'b0} : {in_a,1'b1};
    endcase
end
endmodule
$ cat ./run.sh
#!/bin/bash
# OpenROAD 26Q1-2900-gdf79404cd8, Yosys 0.63+post, stock flow scripts
make -C /OpenROAD-flow-scripts/flow DESIGN_CONFIG=/design/flow/config.mk WORK_HOME=/design/flow/orfs finish
$ cat ./config.mk
export PLATFORM = sky130hd
export DESIGN_NAME = ALU
export DESIGN_NICKNAME = ALU
export VERILOG_FILES = /design/flow/design.v
export SDC_FILE = /design/flow/constraint.sdc
export NUM_CORES = 4
export LEC_CHECK = 1
export CORE_AREA = 10 10 70 70
export DIE_AREA = 0 0 80 80
$ cat ./constraint.sdc
current_design ALU

set clk_period 4.0
set clk_io_pct 0.2

create_clock -name clk0 -period $clk_period

set non_clock_inputs [all_inputs -no_clocks]
set_input_delay [expr $clk_period * $clk_io_pct] -clock clk0 $non_clock_inputs
set_output_delay [expr $clk_period * $clk_io_pct] -clock clk0 [all_outputs]
==> results_dict.tcl <==
# flow metrics
set metrics [dict create \
    status "finished, final reports clean" \
    drc 0 \
    drt-initial-drc-count 88 \
    path_buffers 3 \
    diodes 0 \
    hpwl_um 2650 \
    synthCells 122 \
    setup_viol 0 \
    fmax_mhz 255 \
    grt_first_pass_wirelength_um 5390 \
    yosys_warnings 1 \
    crit_chain "clkdlybuf4s50_1, ha_1, buf_4, a21o_1, a21oi_1, o21ai_0, xor2_1, a221o_1, clkdlybuf4s50_1" \
    overflow 0 \
    io_pins 28 \
    final_cell_mix "buf_4, clkdlybuf4s50_1, nand2_1, o21ai_0, a21oi_1" \
    slew_viol_final 0 \
    dieArea_sq_um 6400 \
    relSlewSlack_pct 73.1 \
    layout_top_cell "buf_4" \
    leakage_nw 0.647 \
    start_kind "input pin" \
    crit_path_start "in_a[0]" \
    finish.instance_area_sq_um 1470 \
    drive_gt1_share_pct 27.5 \
    cp.depth 9 \
    endpoint "alu_out[7]" \
    synth_chip_area_sq_um 810 \
    dieHeight_um 80 \
    via_count 1156 \
    register_area_sq_um 0 \
    logic_area_sq_um 826 \
    slowest_delay_ns 0.43 \
    fin_ws_ns 0.0843 \
    tool_warnings 32 \
    syn_area_per_cell_sq_um 6.64 \
    groute.usage.overall_pct 9.94 \
    finalCritPeriodShare_pct 97.9 \
    hold_viol 0 \
    wl_per_cell_um 14.4 \
    final_util_pct 42.9 \
    worst_pin_slew_ns 0.401 \
    cp.required_ns 3.20 \
    crit_type "input pin to primary output" \
    crit_slowest_cell "clkdlybuf4s50_1" \
    row_count 21 \
    grt_max_degree 29 \
    path_max_fanout 4 \
    cp_data_arrival_time_ns 3.12 \
    cp_common_cell "clkdlybuf4s50_1" \
    drt-vias-per-instance 5.16 \
    endpoint_kind "primary output" \
    core-area_sq_um 3420 \
    io_buffers 28 \
    critPathTopFamily "buffers and inverters" \
    synth.distinct_cells 39 \
    syn_area_sq_um 810 \
    min_path_type "input pin to primary output" \
    totalWireLength_um 3220 \
    ant_nets 0 \
    vdd_drop_max_uv 32.6 \
    ys_cells 122 \
    area_growth_pct 81.0 \
    drv_cap 0 \
    firstDrtPassIters 4 \
    ys_seq_share_pct 0 \
    final_cells 224 \
    grt_pass1_vias 1122 \
    place.gp.congestion 0.984 \
    antenna_found_initial 0 \
    nFillCells 341 \
    die_w_um 80 \
    dp.cells 222 \
    seq_cells 0 \
    period_needed_ns 3.92 \
    place_area_sq_um 1380 \
    power.density_nw_per_um2 141 \
    holdWs_ns 2.54 \
    place_ws_ns -0.144 \
    nClkBuffers 0 \
    fp_util_pct 23.7 \
]
-- repair_timing --
action | 4_1_cts | 5_1_grt
resized | 2 | 11
hold buffers | 0 | 0
pin swaps | 3 | 4
buffers inserted | 0 | 2
gates cloned | 0 | 0
endpoints found under the setup margin | 2 | 3
-- Yosys cell counts (all sizes together), types with 3 or more instances --
cell type  number  area share, %
xnor2           3            3.2
mux2i           5            6.2
clkbuf          6            2.8
nand2b          3            2.3
nand2          11            5.1
nor2b           3            2.3
nor2            7            3.2
a21oi          12            7.4
xor2            3            3.2
o21ai          11            6.8
buf             4            2.3
a221o           3            3.7
nand3           6            3.7
ha              8             12
nor4            8            6.2
-- layout make-up --
class	count	share of cell area, %
multi-input cells	110	56.4
well taps	46	3.93
inverters	2	0.512
repair buffers	66	39.2
-- worst min-delay path, stage by stage --
cell and delay (ns):
dlymetal6s2s_1 0.16, buf_4 0.15, nor4_1 0.20, a311oi_1 0.19, o41ai_2 0.05, dlygate4sd2_1 0.20
-- how the worst min path moves through the flow --
| stage | startpoint | to | slack, ns | depth (start not counted) |
|---|---|---|---|---|
| final | in_b[6] | zero | 2.54 | 6 |
| after CTS | in_b[7] | alu_out[7] | 2.74 | 3 |
| after global routing | in_b[6] | zero | 2.57 | 6 |
-- cell families after synthesis --
kind of cell,Yosys count,share of synthesized area (%)
AOI/OAI and AO/OA,42,34.9
and+or+nand+nor,48,31.5
adders and majority gates,9,14.8
xor gates and xnor gates,6,6.49
buffers and inverters,12,6.03
muxes,5,6.18
-- metal layers --
layer  wire (um)  vias to the layer above  track usage (%)
met5           0                        -                0
met4          45                        0             1.76
met3         194                        5            0.909
met2        1490                       37             16.6
met1        1490                      529             13.5
li1            -                      585                -
-- report_power, final --
group,total (mW),internal [mW],switching (mW)
combinational,0.207,0.120,0.0869
sequential,0,0,0
clock,0,0,0
-- metrics by stage --
stage          total power [mW]  TNS [ns]
2_1_floorplan            0.0856         0
3_3_place_gp              0.189    -0.166
3_5_place_dp              0.190    -0.210
4_1_cts                   0.191         0
5_1_grt                   0.228  -0.00488
6_report                  0.207         0
No activity file was given, so power comes from the tool's default toggle rates.
